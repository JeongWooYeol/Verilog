==> /design/flow/design.v <==
`timescale 1 ns / 1 ps
module FA2 ( A ,B ,ci ,co ,s );
input A ;
wire A ;
input B ;
wire B ;
input ci ;
wire ci ;
output co ;
wire co ;
output s ;
wire s ;
assign co = ((A & B) | ((A ^ B) & ci));
assign s = ((A ^ B) ^ ci);
endmodule
`timescale 1 ns / 1 ps
module adder_subtractor ( a ,b ,mode ,s ,overflow);
input signed [3:0]a ;
input signed [3:0]b ;
input mode ;
output signed [3:0]s ;
output overflow ;
wire [3:0] co;
wire w1, w2, w3, w4;
assign w1 = b[0] ^ mode;
assign w2 = b[1] ^ mode;
assign w3 = b[2] ^ mode;
assign w4 = b[3] ^ mode;
FA2 U0(.A(a[0]), .B(b[0] ^ mode), .ci(mode), .s(s[0]), .co(co[0]));
FA2 U1(.A(a[1]), .B(b[1] ^ mode), .ci(co[0]), .s(s[1]), .co(co[1]));
FA2 U2(.A(a[2]), .B(b[2] ^ mode), .ci(co[1]), .s(s[2]), .co(co[2]));
FA2 U3(.A(a[3]), .B(b[3] ^ mode), .ci(co[2]), .s(s[3]), .co(co[3]));
assign overflow = co[3] ^ co[2];
endmodule
==> /design/flow/run.sh <==
#!/bin/bash
# OpenROAD 26Q1-2900-gdf79404cd8, Yosys 0.63+post, stock flow scripts
make -C /OpenROAD-flow-scripts/flow DESIGN_CONFIG=/design/flow/config.mk WORK_HOME=/design/flow/orfs finish
==> /design/flow/config.mk <==
export PLATFORM = sky130hd
export DESIGN_NAME = adder_subtractor
export DESIGN_NICKNAME = adder_subtractor
export VERILOG_FILES = /design/flow/design.v
export SDC_FILE = /design/flow/constraint.sdc
export NUM_CORES = 4
export LEC_CHECK = 1
export CORE_AREA = 10 10 70 70
export DIE_AREA = 0 0 80 80
==> /design/flow/constraint.sdc <==
current_design adder_subtractor

set clk_period 2.7
set clk_io_pct 0.2

create_clock -name clk0 -period $clk_period

set non_clock_inputs [all_inputs -no_clocks]
set_input_delay [expr $clk_period * $clk_io_pct] -clock clk0 $non_clock_inputs
set_output_delay [expr $clk_period * $clk_io_pct] -clock clk0 [all_outputs]
==> impl_metrics.env <==
# implementation run metrics
export IMPL_antenna_found_initial=0
export IMPL_fin_crit_sh_pct=101
export IMPL_worstPathMaxFanout=2
export IMPL_port_buffers=14
export IMPL_wirelength_um=532
export IMPL_vias=149
export IMPL_core_um2=3420
export IMPL_worstPathArrival_ns=2.19
export IMPL_maxCapViolations=0
export IMPL_maxSlewHeadroom_pct=86.1
export IMPL_worst_ep_required_time_ns=2.16
export IMPL_design_area_um2=405
export IMPL_peakVddDrop_v=0.0000627
export IMPL_drive_gt1_share_pct=55.9
export IMPL_place_inst=77
export IMPL_leakagePower_nw=0.168
export IMPL_layout_cells_non_filler=80
export IMPL_total_power_uw=86.3
export IMPL_gp_congestion=0.726
export IMPL_via_per_inst=1.86
export IMPL_num_rows=21
export IMPL_yosysTopAreaCellShare_pct=36.1
export IMPL_yosys_stat_area_um2=166
export IMPL_fmax_mhz=366
export IMPL_violations="negative setup slack"
export IMPL_worstHoldEndpoint="s[0]"
export IMPL_syn_area_per_cell_um2=8.76
export IMPL_area_growth_pct=144
export IMPL_n_fill_cell=401
export IMPL_drc=0
export IMPL_yosys_top_cells_area="fa_1, buf_4, xnor2_1, inv_1, xor2_1"
export IMPL_holdCritStartpoint="a[0]"
export IMPL_fp_util_pct=4.87
export IMPL_ant_nets=0
export IMPL_ios=14
export IMPL_die_area_um2=6400
export IMPL_yosys_cells=19
export IMPL_worstHoldPathCells=3
export IMPL_placed_cell_area_um2=349
export IMPL_worstMarginPinSlew_ns=0.208
export IMPL_die_w_um=80
export IMPL_syn_inst=19
export IMPL_clock_buffers=0
export IMPL_overflow=0
export IMPL_rsz0062_at_grt="yes"
export IMPL_end_kind="output pin"
export IMPL_fin_crit_ns=2.73
export IMPL_crit_type="in2out"
export IMPL_ys_seq_share_pct=0
export IMPL_seq_cells=0
export IMPL_hold_class="in2out"
export IMPL_diodes=0
export IMPL_yosys_cell_count_top_type="inv_1"
export IMPL_grtUsageTotal_pct=1.56
export IMPL_grt_pass1_vias=152
export IMPL_status="finished, violations left"
export IMPL_worst_setup_path_start_kind="input port"
export IMPL_cts_hold_buf=0
export IMPL_grt_max_degree=5
export IMPL_wire_per_inst_um=6.65
export IMPL_setup_ws_ns=-0.0334
export IMPL_slew_viol_final=0
export IMPL_hold_viol_final=0
export IMPL_grt_first_pass_wirelength_um=772
export IMPL_power_density_nw_per_um2=213
export IMPL_die_h_um=80
export IMPL_setup_viol=1
export IMPL_ys_top_cells_by_count="inv_1, buf_4, fa_1, xnor2_1, xor2_1"
export IMPL_syn_area_um2=166
export IMPL_final_seq_area_um2=0
export IMPL_drt_pass1_iterations=1
export IMPL_yosysWarnings=0
export IMPL_synth_cell_types=6
export IMPL_drtIter0Drc=0
export IMPL_synth_largest_area_cell="fa_1"
export IMPL_tool_warnings=34
-- critical path, stage by stage --
cell and delay [ns]:
buf_8 0.10, mux2i_4 0.17, fa_2 0.35, fa_2 0.36
fa_2 0.54, inv_2 0.03, buf_2 0.11
-- through the flow --
stage	hold slack (ns)	utilization [%]	setup slack, ns	TNS, ns
floorplan	1.23	-	0.0566	0
global placement	2.05	10.2	-0.980	-2.55
detailed placement	2.05	10.2	-0.994	-2.66
CTS	1.67	10.8	-0.214	-0.348
global route	1.70	11.9	-0.0800	-0.0800
finish	1.66	11.9	-0.0334	-0.0334
-- power breakdown --
| part | leakage, nW | switching (mW) | internal, mW |
|---|---|---|---|
| Sequential | 0 | 0 | 0 |
| Clock | 0 | 0 | 0 |
| Combinational | 0.168 | 0.0291 | 0.0571 |
-- area by class of cell --
class / instances / area (µm²) / area share (%)
multi-input cells: 9 / 153 / 37.7
inverters: 6 / 22.5 / 5.56
well taps: 46 / 57.6 / 14.2
repair buffers: 19 / 173 / 42.6
-- layer usage --
metal  global-route usage [%]  vias up  wire [µm]
met5                        0        -          0
met4                        0        0          0
met3                     1.02        0         98
met2                     1.44       13        123
met1                     2.68       57        310
li1                         -       79          -
-- worst max path at each step --
stage,startpoint,endpoint,slack (ns),depth (start not counted)
CTS,b[0],s[3],-0.21,7
global route,mode,s[3],-0.08,7
finish,b[0],s[3],-0.03,7
-- cells by family after synthesis --
group	count (synthesis)	share of synthesized area, %
xor+xnor	5	26.3
mux	1	6.02
buf+inv	10	31.6
fa+ha+maj	3	36.1
-- placed cells by master, fill, tap and decap left out, drive strengths merged --
cell | Yosys | layout
buf | 4 | 11
clkbuf | 0 | 1
clkdlybuf4s50 | 0 | 6
dlygate4sd2 | 0 | 1
fa | 3 | 3
inv | 6 | 6
mux2i | 1 | 1
xnor2 | 3 | 3
xor2 | 2 | 2
-- timing repair --
| action | in CTS | in global routing |
|---|---|---|
| hold endpoints to repair | 0 | 0 |
| pin swaps | 5 | 4 |
| setup endpoints to repair | 4 | 2 |
| setup buffers | 1 | 2 |
| gates resized | 35 | 9 |
Power and IR drop assume default switching activity.
